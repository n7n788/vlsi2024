===== ./config.mk =====
export PLATFORM = sky130hd
export DESIGN_NAME = mips32
export DESIGN_NICKNAME = mips32
export VERILOG_FILES = /design/flow/design.v
export SDC_FILE = /design/flow/constraint.sdc
export NUM_CORES = 4
export LEC_CHECK = 1
export CORE_UTILIZATION = 40

===== ./constraint.sdc =====
current_design mips32

set clk_period 27.2
set clk_io_pct 0.2

create_clock -name clk0 -period $clk_period [get_ports {clk}]

set non_clock_inputs [all_inputs -no_clocks]
set_input_delay [expr $clk_period * $clk_io_pct] -clock clk0 $non_clock_inputs
set_output_delay [expr $clk_period * $clk_io_pct] -clock clk0 [all_outputs]

===== ./design.v =====
module mips32 #(parameter WIDTH = 32, REGBITS = 3) (
	input			clk, reset,
	input [WIDTH-1:0] 	memdata,
	output			memread, memwrite,
	output [WIDTH-1:0] 	adr, writedata
);
wire [31:0]	instr;
wire		zero, alusrca, memtoreg, iord, pcen, regwrite, regdst;
wire [1:0]	aluop, pcsource, alusrcb;
wire [3:0]	irwrite;
wire [2:0]	alucont;
controller cont(clk, reset, instr[31:26], zero, memread, memwrite,
			alusrca, memtoreg, iord, pcen, regwrite, regdst,
			pcsource, alusrcb, aluop, irwrite);
alucontrol ac(aluop, instr[5:0], alucont);
datapath #(WIDTH, REGBITS) dp(clk, reset, memdata, alusrca, memtoreg,
			iord, pcen, regwrite, regdst, pcsource, alusrcb,
			irwrite, alucont, zero, instr, adr, writedata);
endmodule
module controller (
	input			clk, reset,
	input [5:0]		op,
	input			zero,
	output reg		memread, memwrite, alusrca, memtoreg, iord,
	output			pcen,
	output reg		regwrite, regdst,
	output reg [1:0]	pcsource, alusrcb, aluop,
	output reg [3:0]	irwrite
);
parameter FETCH1  = 4'b0001;
parameter FETCH2  = 4'b0010;
parameter FETCH3  = 4'b0011;
parameter FETCH4  = 4'b0100;
parameter DECODE  = 4'b0101;
parameter MEMADR  = 4'b0110;
parameter LBRD    = 4'b0111;
parameter LBWR    = 4'b1000;
parameter SBWR    = 4'b1001;
parameter RTYPEEX = 4'b1010;
parameter RTYPEWR = 4'b1011;
parameter BEQEX   = 4'b1100;
parameter JEX     = 4'b1101;
parameter ADDIEX  = 4'b1110;
parameter ADDIWR  = 4'b1111;
parameter LB      = 6'b100000;
parameter SB      = 6'b101000;
parameter LW      = 6'b100011;
parameter SW      = 6'b101011;
parameter RTYPE   = 6'b0;
parameter BEQ     = 6'b000100;
parameter ADDI    = 6'b001000;
parameter J       = 6'b000010;
reg [3:0]	state, nextstate;
reg		pcwrite, pcwritecond;
always @(posedge clk)
	if (reset) state <= FETCH1;
	else state <= nextstate;
always @(*) begin
	case (state)
		FETCH1:	nextstate <= DECODE;
		DECODE:	case (op)
			LB:	nextstate <= MEMADR;
			SB:	nextstate <= MEMADR;
			LW:	nextstate <= MEMADR;
			SW:	nextstate <= MEMADR;
			RTYPE:	nextstate <= RTYPEEX;
			BEQ:	nextstate <= BEQEX;
			ADDI:	nextstate <= ADDIEX;
			J:	nextstate <= JEX;
			default:nextstate <= FETCH1;  
		endcase
		MEMADR: case (op)
			LB:	nextstate <= LBRD;
			SB:	nextstate <= SBWR;
			LW:	nextstate <= LBRD;
			SW:	nextstate <= SBWR;
			default:nextstate <= FETCH1;  
		endcase
		LBRD:	nextstate <= LBWR;
		LBWR:	nextstate <= FETCH1;
		SBWR:	nextstate <= FETCH1;
		RTYPEEX:nextstate <= RTYPEWR;
		RTYPEWR:nextstate <= FETCH1;
		BEQEX:	nextstate <= FETCH1;
		JEX:	nextstate <= FETCH1;
		ADDIEX: nextstate <= ADDIWR;
		ADDIWR:	nextstate <= FETCH1;
		default:nextstate <= FETCH1;  
	endcase
end
always @(*) begin
	irwrite <= 4'b0000;
	pcwrite <= 0; pcwritecond <= 0;
	regwrite <= 0; regdst <= 0;
	memread <= 0; memwrite <= 0;
	alusrca <= 0; alusrcb <= 2'b00; aluop <= 2'b00;
	pcsource <= 2'b00;
	iord <= 0; memtoreg <= 0;
	case (state)
		FETCH1: begin
			memread <= 1;
			irwrite <= 4'b1000;
			alusrcb <= 2'b01;
			pcwrite <= 1;
		end
		FETCH2: begin
			memread <= 1;
			irwrite <= 4'b0100;
			alusrcb <= 2'b01;
			pcwrite <= 1;
		end
		FETCH3: begin
			memread <= 1;
			irwrite <= 4'b0010;
			alusrcb <= 2'b01;
			pcwrite <= 1;
		end
		FETCH4: begin
			memread <= 1;
			irwrite <= 4'b0001;
			alusrcb <= 2'b01;
			pcwrite <= 1;
		end
		DECODE: alusrcb <= 2'b11;
		MEMADR: begin
			alusrca <= 1;
			alusrcb <= 2'b10;
		end
		LBRD: begin
			memread <= 1;
			iord    <= 1;
		end
		LBWR: begin
			regwrite <= 1;
			memtoreg <= 1;
		end
		SBWR: begin
			memwrite <= 1;
			iord     <= 1;
		end
		RTYPEEX: begin
			alusrca <= 1;
			aluop   <= 2'b10;
		end
		RTYPEWR: begin
			regdst   <= 1;
			regwrite <= 1;
		end
		BEQEX: begin
			alusrca     <= 1;
			aluop       <= 2'b01;
			pcwritecond <= 1;
			pcsource    <= 2'b01;
		end
		JEX: begin
			pcwrite  <= 1;
			pcsource <= 2'b10;
		end
		ADDIEX: begin
			alusrca <= 1;
			alusrcb <= 2'b10;
		end
		ADDIWR: begin
			regdst   <= 0;
			regwrite <= 1;
		end
	endcase
end
assign pcen = pcwrite | (pcwritecond & zero);  
endmodule
module alucontrol (
	input [1:0]		aluop,
	input [5:0]		funct,
	output reg [2:0]	alucont
);
always @(*)
	case (aluop)
		2'b00:	alucont <= 3'b010;  
		2'b01:	alucont <= 3'b110;  
		default: case (funct)  
			6'b100000: alucont <= 3'b010;  
			6'b100010: alucont <= 3'b110;  
			6'b100100: alucont <= 3'b000;  
			6'b100101: alucont <= 3'b001;  
			6'b101010: alucont <= 3'b111;  
			default:   alucont <= 3'b101;  
		endcase
	endcase
endmodule
module datapath #(parameter WIDTH = 8, REGBITS = 3) (
	input			clk, reset,
	input [WIDTH-1:0]	memdata,
	input			alusrca, memtoreg, iord, pcen, regwrite, regdst,
	input [1:0]		pcsource, alusrcb,
	input [3:0]		irwrite,
	input [2:0]		alucont,
	output			zero,
	output [31:0]		instr,
	output [WIDTH-1:0]	adr, writedata
);
parameter CONST_ZERO = 32'b0;
parameter CONST_ONE = 32'b1;
parameter CONST_FOUR = 32'b100;
wire [REGBITS-1:0] ra1, ra2, wa;
wire [WIDTH-1:0] pc, nextpc, md, rd1, rd2, wd, a, src1, src2, aluresult,
			aluout, constx4;
assign constx4 = {instr[16-3:0], 2'b00};
assign ra1 = instr[REGBITS+20:21];
assign ra2 = instr[REGBITS+15:16];
mux2 #(REGBITS) regmux(instr[REGBITS+15:16], instr[REGBITS+10:11], regdst, wa);
flopen #(32) ir(clk, irwrite[3], memdata[31:0], instr[31:0]);
flopenr #(WIDTH) pcreg(clk, reset, pcen, nextpc, pc);
flop #(WIDTH) mdr(clk, memdata, md);
flop #(WIDTH) areg(clk, rd1, a);
flop #(WIDTH) wrd(clk, rd2, writedata);
flop #(WIDTH) res(clk, aluresult, aluout);
mux2 #(WIDTH) adrmux(pc, aluout, iord, adr);
mux2 #(WIDTH) src1mux(pc, a, alusrca, src1);
mux4 #(WIDTH) src2mux(writedata, CONST_FOUR, {{16{instr[15]}}, instr[15:0]},
			{{16{constx4[15]}}, constx4[15:0]}, alusrcb, src2);
mux4 #(WIDTH) pcmux(aluresult, aluout, constx4, CONST_ZERO, pcsource, nextpc);
mux2 #(WIDTH) wdmux(aluout, md, memtoreg, wd);
regfile #(WIDTH,REGBITS) rf(clk, regwrite, ra1, ra2, wa, wd, rd1, rd2);
alu #(WIDTH) alunit(src1, src2, alucont, aluresult);
zerodetect #(WIDTH) zd(aluresult, zero);
endmodule
module alu #(parameter WIDTH = 8) (
	input [WIDTH-1:0]	a, b,
	input [2:0]		alucont,
	output reg [WIDTH-1:0]	result
);
wire [WIDTH-1:0]	b2, sum, slt;
assign b2 = alucont[2] ? ~b : b; 
assign sum = a + b2 + alucont[2];
assign slt = sum[WIDTH-1];
always @(*)
	case (alucont[1:0])
		2'b00:	result <= a & b;
		2'b01:	result <= a | b;
		2'b10:	result <= sum;
		2'b11:	result <= slt;
	endcase
endmodule
module regfile #(parameter WIDTH = 8, REGBITS = 3) (
	input			clk,
	input			regwrite,
	input [REGBITS-1:0]	ra1, ra2, wa,
	input [WIDTH-1:0]	wd,
	output [WIDTH-1:0]	rd1, rd2
);
reg [WIDTH-1:0] RAM [(1<<REGBITS)-1:0];
always @(posedge clk)
	if (regwrite) RAM[wa] <= wd;
assign rd1 = ra1 ? RAM[ra1] : 0;
assign rd2 = ra2 ? RAM[ra2] : 0;
endmodule
module zerodetect #(parameter WIDTH = 8) (
	input [WIDTH-1:0]	a,
	output			y
);
assign y = (a == 0);
endmodule
module flop #(parameter WIDTH = 8) (
	input			clk,
	input [WIDTH-1:0]	d,
	output reg [WIDTH-1:0]	q
);
always @(posedge clk)
	q <= d;
endmodule
module flopen #(parameter WIDTH = 8) (
	input			clk, en,
	input [WIDTH-1:0]	d,
	output reg [WIDTH-1:0]	q
);
always @(posedge clk)
	if (en) q <= d;
endmodule
module flopenr #(parameter WIDTH = 8) (
	input			clk, reset, en,
	input [WIDTH-1:0]	d,
	output reg [WIDTH-1:0]	q
);
always @(posedge clk)
	if (reset) q <= 0;
	else if (en) q <= d;
endmodule
module mux2 #(parameter WIDTH = 8) (
	input [WIDTH-1:0]	d0, d1,
	input			s,
	output [WIDTH-1:0]	y
);
assign y = s ? d1 : d0;
endmodule
module mux4 #(parameter WIDTH = 8) (
	input [WIDTH-1:0]	d0, d1, d2, d3,
	input [1:0]		s,
	output reg [WIDTH-1:0] 	y
);
always @(*)
	case (s)
		2'b00:	y <= d0;
		2'b01:	y <= d1;
		2'b10:	y <= d2;
		2'b11:	y <= d3;
	endcase
endmodule

===== ./run.sh =====
#!/bin/bash
# OpenROAD 26Q1-2900-gdf79404cd8, Yosys 0.63+post, stock flow scripts
make -C /OpenROAD-flow-scripts/flow DESIGN_CONFIG=/design/flow/config.mk WORK_HOME=/design/flow/orfs finish

==> impl_metrics.yaml <==
# synthesis and place-and-route metrics
critical_path:
  cp_slowest_cell: "clkdlybuf4s50_1"
  critPathKind: "reg2out"
  crit_chain: "nor2_4 -> buf_4 -> mux2_2 -> clkdlybuf4s50_1"
  critical_path_arrival_ns: 2.48
  cp.required_ns: 21.76
  startpoint_type: "register"
  crit_path_max_incr_delay_ns: 0.41
  rr_startpoint: "cont.state[2]"
  startpoint: "cont.state[10]"
  crit_path_end_kind: "output port"
  cp_max_fo: 22
sta:
  fin_ws_ns: 19.28
  hold_slack_ns: 0.5039
  slew_headroom: 0.2804
  skew_ns: 0.02149
  worst_slew_pin_slew_ns: 1.076
  hold_viol: 0
  setup_tns_ns: 0
  finalSetupViolCount: 0
  rsz0062_at_grt: "no"
  slew_violations: 0
  fin_crit_ns: 7.923
  period_used_share: 0.2913
  timing.fmax_ghz: 0.1262
global_route:
  globalRouteTotalUtil: 0.2682
  grt_pass1_vias: 15556
  grtUsageMet1: 0.3720
  globalRouteMet3Util: 0.1270
  grtUsageMet2: 0.3984
  antenna_found_initial: 0
  grt.overflow.total: 0
  grt_pass1_wl_um: 101000
  busiest_layer: "met2"
  grt_max_degree: 55
detailed_routing:
  antenna_left: 0
  antenna_cells: 0
  drc: 0
  detail_route.wirelength_um: 68270
  vias: 15559
  drt_iter0_drc: 1224
  drt_first_pass_iters: 5
  vias_per_cell: 5.925
  wire_per_inst_um: 26.00
clock_network:
  cts_max_path_buffers: 3
  cts_inserted_buffers: 46
  hold_buffers: 0
  path_clk_slew_ns: 0.06
  cts.repair.resized: 0
  postCtsSetupBuffers: 0
  clock-root-buffer: "clkbuf_16"
  cts_tree: "built"
  cts.sinks: 436
  h-tree-depth: 2
  clk_latency_ns: 0.59
die:
  core_area_mm2: 0.05297
  die-width_um: 234.5
  ioPinCount: 100
  die_y_um: 234.5
  num_rows: 84
  floorplan.core_util: 0.4084
  dieArea_mm2: 0.05501
yosys:
  async_flop_share: 0
  ys.flop_type: "edfxtp_1"
  synth.distinct_cells: 80
  yosys-stat-cells: 1834
  synth_area_per_cell_um2: 11.79
  ys_seq_share: 0.5257
  synth_cells: 1834
  synth-edff-count: 264
  netlist_area_mm2: 0.02163
  synth-seq-cells: 436
  ys_warn_count: 8
  synth_chip_area_mm2: 0.02163
placement:
  dpl.hpwl_um: 46140
  gp_congestion: 0.9510
  io_buffers: 99
  dpl_worst_slack_ns: 19.87
power:
  internal-power_mw: 1.381
  power_mw: 1.993
  p_seq_frac: 0.435
  vdd_drop_max_v: 0.00005328
  powerDensity_mw_per_mm2: 79.77
  p_comb_frac: 0.240
  clockPowerShare: 0.325
  p_sw_frac: 0.3070
  power_leakage_nw: 9.054
  switchingPower_mw: 0.6119
min_path:
  min_from: "dp.pcreg.q[25]"
  hold_path_class: "reg2reg"
layout:
  area_delta_synth_final_pct: 15.50
  final_layout_size_suffix_gt1_frac: 0.1904
  utilization: 0.4717
  layout_top_cell: "edfxtp_1"
  final_layout_top_logic_cells: "edfxtp_1, nor2_1, dfxtp_1"
run_status:
  status: "finished clean"
job:
  warning_count: 25
  cap_violations: 0
==> path summary, 6_finish.rpt <==
kind	end	slack [ns]	cells past startpoint
max	adr[15]	19.28	4
min	dp.pcreg.q[25]	0.50	2
max reg2reg	dp.pcreg.q[12]	20.65	19
min reg2reg	dp.pcreg.q[25]	0.50	2
==> cells by family (layout without fill, tap and decap cells) <==
logic type | count (synthesis) | count (layout) | share of synthesized area
AOI/OAI and AO/OA | 388 | 388 | 0.1220
xor gates and xnor gates | 45 | 45 | 0.01822
adders and majority gates | 36 | 36 | 0.02059
buffers and inverters | 164 | 268 | 0.02956
DFF | 436 | 436 | 0.5257
muxes | 281 | 281 | 0.1759
and+or+nand+nor | 484 | 484 | 0.1081
==> metal layers <==
| metal | share of wire | vias to the layer above | wire length, um |
|---|---|---|---|
| met1 | 0.40 | 7628 | 27270 |
| li1 | - | 7104 | - |
| met5 | 0 | - | 0 |
| met3 | 0.12 | 102 | 8092 |
| met4 | 0.027 | 0 | 1872 |
| met2 | 0.45 | 725 | 31040 |
==> power by group through the flow <==
stage         clock network (mW)  registers (mW)  logic (mW)
global route               0.685           0.873       0.523
finish                     0.648           0.866       0.479
CTS                        0.660           0.864       0.475
==> registers in the layout, summed over array words and instances, names as in the netlist <==
signal      flops
cont.state     12
dp.areg.q      32
dp.ir.q        28
dp.mdr.q       32
dp.pcreg.q     32
dp.res.q       32
dp.rf.RAM     236
dp.wrd.q       32
==> worst max-delay path, delay by kind of cell, from the launching register on <==
kind,cells,cell delay (ns)
flip-flops,1,0.33
multiplexers,1,0.38
AND/OR/NAND/NOR,1,0.35
buffers and inverters,2,0.81
==> metrics by stage <==
| stage | instances | cell area, um^2 |
|---|---|---|
| 2_1_floorplan | 1834 | 21630 |
| 3_3_place_gp | 2540 | 23420 |
| 3_5_place_dp | 2540 | 23420 |
| 4_1_cts | 2626 | 24980 |
| 5_1_grt | 2626 | 24980 |
| 6_report | 2626 | 24980 |
==> layout make-up <==
class,count,area [um^2]
clock buffers,60,1289
fillers,4636,27990
multi-input cells,1234,9709
well taps,688,860.8
repair buffers,145,1331
flip-flops and latches,436,11370
clock inverters,26,280.3
inverters,37,138.9
==> synthesized netlist by cell type, types with 13 or more instances <==
cell	n	area share
nand3_1	21	0.0049
a221oi_1	65	0.026
mux4_2	64	0.067
ha_1	30	0.017
a21oi_1	73	0.017
nor2_1	190	0.033
o21a_1	26	0.0090
a31oi_1	13	0.0038
buf_1	13	0.0023
nand2b_1	37	0.011
edfxtp_1	264	0.37
xnor2_1	26	0.011
xor2_1	19	0.0077
o21ai_0	93	0.022
mux2_2	145	0.075
dfxtp_1	172	0.16
o211ai_1	21	0.0073
buf_2	13	0.0030
nor2b_1	29	0.0084
inv_1	36	0.0062
nand2_1	97	0.017
mux2i_1	70	0.032
clkbuf_1	100	0.017
nand4_1	17	0.0049
nor3_1	25	0.0058
Power figures rest on the tool's default switching activity, not on a simulated workload.
